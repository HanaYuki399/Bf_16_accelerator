### flow/config.mk
export PLATFORM = sky130hd
export DESIGN_NAME = bf16_to_fp32
export DESIGN_NICKNAME = bf16_to_fp32
export VERILOG_FILES = /design/flow/design.v
export SDC_FILE = /design/flow/constraint.sdc
export NUM_CORES = 4
export LEC_CHECK = 1
export CORE_AREA = 10 10 70 70
export DIE_AREA = 0 0 80 80
### flow/constraint.sdc
current_design bf16_to_fp32

set clk_period 1.1
set clk_io_pct 0.2

create_clock -name clk0 -period $clk_period

set non_clock_inputs [all_inputs -no_clocks]
set_input_delay [expr $clk_period * $clk_io_pct] -clock clk0 $non_clock_inputs
set_output_delay [expr $clk_period * $clk_io_pct] -clock clk0 [all_outputs]
### flow/design.v
`timescale 1ns / 1ps
module bf16_to_fp32(
    input logic clk,
    input logic reset,
    input logic [15:0] operand_a,  
    output logic [31:0] result,    
    output logic invalid,          
    output logic overflow,         
    output logic underflow,        
    output logic inexact           
);
    logic operand_a_sign;
    logic [7:0] operand_a_exp;  
    logic [6:0] operand_a_man;
    assign operand_a_sign = operand_a[15];
    assign operand_a_exp = operand_a[14:7];
    assign operand_a_man = operand_a[6:0];
    logic operand_a_inf, operand_a_zero, operand_a_nan;
    assign operand_a_inf = (operand_a_exp == 8'hFF) && (operand_a_man == 0);
    assign operand_a_zero = (operand_a_exp == 0) && (operand_a_man == 0);
    assign operand_a_nan = (operand_a_exp == 8'hFF) && (operand_a_man != 0);
    always_comb begin
        invalid = operand_a_nan;  
        overflow = 0;  
        underflow = 0;  
        inexact = 0;  
        if (operand_a_inf) begin
            result = {operand_a_sign, 8'hFF, 23'h000000};  
        end else if (operand_a_zero) begin
            result = {operand_a_sign, 8'h00, 23'h000000};  
        end else if (operand_a_nan) begin
            result = {1'b0, 8'hFF, {1'b1, 22'h00000}};  
        end else begin
            result = convert_to_fp32(operand_a_sign, operand_a_exp, operand_a_man);
        end
    end
    function automatic [31:0] convert_to_fp32(
        input logic sign,
        input logic [7:0] exp,
        input logic [6:0] man
    );
        logic [7:0] new_exp;
        logic [22:0] new_man;
        new_exp = exp;  
        new_man = {man, 16'h0000};  
        convert_to_fp32 = {sign, new_exp, new_man};  
    endfunction
endmodule
### flow/run.sh
#!/bin/bash
# OpenROAD 26Q1-2900-gdf79404cd8, Yosys 0.63+post, stock flow scripts
make -C /OpenROAD-flow-scripts/flow DESIGN_CONFIG=/design/flow/config.mk WORK_HOME=/design/flow/orfs finish
==> flow_metrics.env <==
# implementation run metrics
export IMPL_status="finished with violations"
export IMPL_violations="negative setup slack"
export IMPL_io_pins=54
export IMPL_dr_pass1_iters=2
export IMPL_min_path_type="in -> out"
export IMPL_path_max_fanout=2
export IMPL_min_from="operand_a[3]"
export IMPL_fin_crit_sh=1.16
export IMPL_rsz0062_at_grt="true"
export IMPL_viasPerCell=2.70
export IMPL_placed_cells=115
export IMPL_antenna_left=0
export IMPL_grt_pass1_wl_mm=1.76
export IMPL_crit_type="in -> out"
export IMPL_pwr_density_cell_nw_per_um2=224
export IMPL_placed_cell_area_um2=582
export IMPL_final_cell_area_um2=597
export IMPL_warnings=36
export IMPL_slew_viol_final=0
export IMPL_drive_above_1_share=0.473
export IMPL_io_buffer_count=33
export IMPL_p_int_uw=88.0
export IMPL_whs_path_depth=3
export IMPL_core_area_um2=3420
export IMPL_cts_hold_buf=0
export IMPL_synthCells=43
export IMPL_netlist_area_um2=289
export IMPL_power_uw=134
export IMPL_totalWireLength_mm=1.31
export IMPL_grt_max_degree=4
export IMPL_dp_hpwl_mm=1.18
export IMPL_fp_util=0.0846
export IMPL_top_cells_by_count="buf_4, clkbuf_1, nor2b_1"
export IMPL_yosysMostFrequentCell="buf_4"
export IMPL_min_period_ps=1280
export IMPL_combPwrFrac=1.000
export IMPL_overflow=0
export IMPL_drt_iter0_drc=4
export IMPL_fmax_mhz=781
export IMPL_yosysWarnings=1
export IMPL_antenna_found_initial=0
export IMPL_hold_end="result[19]"
export IMPL_place_ws_ps=-921
export IMPL_die_h_um=80
export IMPL_p_sw_frac=0.341
export IMPL_hold_viol_final=0
export IMPL_drv_cap=0
export IMPL_synth_stat_cells=43
export IMPL_setup_violations=9
export IMPL_seqCellArea_um2=0
export IMPL_finalWorstSetupSlack_ps=-180
export IMPL_gp_congestion=0.811
export IMPL_fp_dieW_um=80
export IMPL_n_antenna_cell=0
export IMPL_clkbuf_count=0
export IMPL_area_leaders="buf_4, nor2b_1, clkbuf_1"
export IMPL_arrival_ps=1060
export IMPL_clkPwrFrac=0
export IMPL_synth_distinct_cells=13
export IMPL_synth_top_cell_by_area="buf_4"
export IMPL_syn_area_per_cell_um2=6.72
export IMPL_rows=21
export IMPL_ir_drop_uv=63.8
export IMPL_final_cells=120
export IMPL_vias=324
export IMPL_cp_end_kind="primary output"
export IMPL_seqPwrFrac=0
export IMPL_drc=0
export IMPL_wire_per_inst_um=10.9
export IMPL_power_net_switching_uw=45.6
export IMPL_synth_top_area_share=0.494
export IMPL_worstSetupStartpointType="input port"
export IMPL_ff_count=0
export IMPL_track_usage=0.0337
export IMPL_fin_hold_ws_ps=735
export IMPL_dieArea_um2=6400
export IMPL_cp_required_ps=880
export IMPL_syn_to_final_growth_pct=106
export IMPL_p_leak_nw=0.280
export IMPL_grt_pass1_vias=332
export IMPL_finalSetupTns_ps=-1000
export IMPL_ys_seq_share=0
export IMPL_yosysChipArea_um2=289
export IMPL_final_util=0.175
critical path, cell delays in order:
cell and delay, ps:
buf_6 100, nor4_4 310, a211oi_4 90, buf_4 150
nor2b_1 90, buf_2 100
metal layers:
metal  GRT usage  share of wire  up-vias  wire (um)
met5           0              0        -          0
met4           0              0        0          0
met3      0.0159           0.13        0        172
met2      0.0514           0.44       30        579
met1      0.0448           0.43      139        560
li1            -              -      155          -
power by group through the flow:
stage	logic (mW)	registers (mW)	clock network (mW)
CTS	0.130	0	0
global route	0.149	0	0
finish	0.134	0	0
cell usage in the layout, fill, tap and decap left out:
cell	synthesis	layout
nand4_1	1	1
a211oi_4	0	1
clkbuf_2	0	3
buf_6	0	9
nor2b_1	7	7
nor2_4	0	1
nand4_4	0	1
nor4_4	0	1
nand2b_1	1	1
conb_1	1	19
o21ai_0	1	1
clkdlybuf4s15_1	0	1
nor3_4	0	1
buf_4	19	4
buf_2	0	14
clkdlybuf4s50_1	0	9
worst max path at each step:
stage | from | to | slack (ps) | cells past startpoint
after global routing | operand_a[3] | result[31] | -250 | 6
after CTS | operand_a[7] | result[31] | -230 | 7
final | operand_a[3] | result[31] | -180 | 6
cell type report:
cell class                      instances  area [um^2]
Tap cell                               46         57.6
Timing Repair Buffer                   40          317
Fill cell                             390         2820
Multi-Input combinational cell         34          223
kinds of logic after synthesis:
family / count (synthesis) / synth area share
AOI/OAI and AO/OA: 2 / 0.0606
buffers and inverters: 27 / 0.615
other: 1 / 0.0130
and+or+nand+nor: 13 / 0.312
timing repair:
item                       CTS  global route
pin swaps                    5             6
gates resized               83            17
setup endpoints to repair   17             9
buffers inserted             4             1
No activity file was given, so power comes from the tool's default toggle rates.
