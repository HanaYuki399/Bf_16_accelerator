`flow/run.sh`:
```
#!/bin/bash
# OpenROAD 26Q1-2900-gdf79404cd8, Yosys 0.63+post, stock flow scripts
make -C /OpenROAD-flow-scripts/flow DESIGN_CONFIG=/design/flow/config.mk WORK_HOME=/design/flow/orfs finish
```
`flow/config.mk`:
```
export PLATFORM = sky130hd
export DESIGN_NAME = bfloat16_fma2
export DESIGN_NICKNAME = bfloat16_fma2
export VERILOG_FILES = /design/flow/design.v
export SDC_FILE = /design/flow/constraint.sdc
export NUM_CORES = 4
export LEC_CHECK = 1
export CORE_UTILIZATION = 30
```
`flow/constraint.sdc`:
```
current_design bfloat16_fma2

set clk_period 25.3
set clk_io_pct 0.2

create_clock -name clk0 -period $clk_period

set non_clock_inputs [all_inputs -no_clocks]
set_input_delay [expr $clk_period * $clk_io_pct] -clock clk0 $non_clock_inputs
set_output_delay [expr $clk_period * $clk_io_pct] -clock clk0 [all_outputs]
```
`flow/design.v`:
```
`timescale 1ns / 1ps
module bfloat16_fma2(
    input wire [15:0] a,  
    input wire [15:0] b,  
    input wire [15:0] c,  
    output reg [15:0] result  
);
    localparam BFLOAT16_EXP_BIAS = 127;
    localparam BFLOAT16_EXP_INF = 8'hFF;
    localparam BFLOAT16_INF = 16'h7F80;
    localparam BFLOAT16_NAN = 16'h7FC0;
    wire a_sign = a[15];
    wire [7:0] a_exponent = a[14:7];
    wire [6:0] a_significand = {1'b1, a[6:0]};  
    wire b_sign = b[15];
    wire [7:0] b_exponent = b[14:7];
    wire [6:0] b_significand = {1'b1, b[6:0]};  
    wire c_sign = c[15];
    wire [7:0] c_exponent = c[14:7];
    wire [6:0] c_significand = {1'b1, c[6:0]};  
    wire a_is_inf_or_nan = a_exponent == BFLOAT16_EXP_INF;
    wire b_is_inf_or_nan = b_exponent == BFLOAT16_EXP_INF;
    wire c_is_inf_or_nan = c_exponent == BFLOAT16_EXP_INF;
    wire a_is_zero = a_exponent == 0 && a_significand == 0;
    wire b_is_zero = b_exponent == 0 && b_significand == 0;
    wire c_is_zero = c_exponent == 0 && c_significand == 0;
    wire product_sign = a_sign ^ b_sign;
    wire [15:0] product_exponent = a_exponent + b_exponent - BFLOAT16_EXP_BIAS;
    wire [14:0] product_significand = a_significand * b_significand;
    wire [15:0] align_diff = product_exponent > c_exponent ? product_exponent - c_exponent : c_exponent - product_exponent;
    wire [14:0] aligned_c_significand = c_significand >> align_diff;
    wire sum_sign = product_sign;  
    wire [15:0] sum_exponent = product_exponent;  
    wire [14:0] sum_significand = product_sign == c_sign ? product_significand + aligned_c_significand : product_significand - aligned_c_significand;
    wire sum_needs_shift = sum_significand[14];
    wire [14:0] normalized_significand = sum_needs_shift ? sum_significand >> 1 : sum_significand;
    wire [7:0] normalized_exponent = sum_needs_shift ? sum_exponent + 1 : sum_exponent;
    wire [6:0] rounded_significand = normalized_significand[13:7];  
    wire exponent_overflow = normalized_exponent >= BFLOAT16_EXP_INF;
    always @* begin
        if (a_is_inf_or_nan || b_is_inf_or_nan || c_is_inf_or_nan) begin
            if (a_is_zero || b_is_zero) begin
                result = BFLOAT16_NAN;
            end else if (a_is_inf_or_nan && !a_is_zero) begin
                result = a;  
            end else if (b_is_inf_or_nan && !b_is_zero) begin
                result = b;  
            end else begin
                result = c;  
            end
        end 
        else if (exponent_overflow) begin
            result = {sum_sign, BFLOAT16_EXP_INF, 7'b0};
        end else begin
            result = {sum_sign, normalized_exponent[7:0], rounded_significand};
        end
    end
endmodule
module bfloat16_fma(
    input logic clk,
    input logic reset,
    input logic [15:0] operand_a,
    input logic [15:0] operand_b,
    input logic [15:0] operand_c,
    input logic [2:0] rnd_mode,   
    output logic [15:0] result,
    output logic invalid,        
    output logic overflow,       
    output logic underflow,      
    output logic inexact         
);
localparam EXP_BITS = 8;
localparam MAN_BITS = 7;
localparam TOTAL_BITS = 16;  
localparam BIAS = 127;
logic operand_a_sign, operand_b_sign, operand_c_sign;
logic [EXP_BITS-1:0] operand_a_exp, operand_b_exp, operand_c_exp;
logic [MAN_BITS:0] operand_a_man, operand_b_man;  
logic [MAN_BITS-1:0] operand_c_man;
assign operand_a_sign = operand_a[TOTAL_BITS-1];
assign operand_b_sign = operand_b[TOTAL_BITS-1];
assign operand_c_sign = operand_c[TOTAL_BITS-1];
assign operand_a_exp = operand_a[EXP_BITS+MAN_BITS-1:MAN_BITS];
assign operand_b_exp = operand_b[EXP_BITS+MAN_BITS-1:MAN_BITS];
assign operand_c_exp = operand_c[EXP_BITS+MAN_BITS-1:MAN_BITS];
assign operand_a_man = {1'b1, operand_a[MAN_BITS-1:0]};  
assign operand_b_man = {1'b1, operand_b[MAN_BITS-1:0]};  
assign operand_c_man = operand_c[MAN_BITS-1:0];
logic [2*MAN_BITS+1:0] product;  
logic [EXP_BITS:0] sum_exp;      
logic [TOTAL_BITS-1:0] sum;      
logic sum_sign;
logic [EXP_BITS-1:0] final_exp;
logic [MAN_BITS-1:0] final_man;
assign product = operand_a_man * operand_b_man;
assign sum_exp = operand_a_exp + operand_b_exp - BIAS;
assign sum = {operand_a_sign ^ operand_b_sign, sum_exp, product[2*MAN_BITS:MAN_BITS]} + operand_c;
logic any_operand_nan, any_operand_inf, any_operand_zero;
logic [TOTAL_BITS-1:0] special_result;
assign any_operand_nan = (operand_a_exp == 8'hFF && operand_a_man != 0) ||
                  (operand_b_exp == 8'hFF && operand_b_man != 0) ||
                  (operand_c_exp == 8'hFF && operand_c_man != 0);
assign any_operand_inf = (operand_a_exp == 8'hFF && operand_a_man == 0) ||
                  (operand_b_exp == 8'hFF && operand_b_man == 0) ||
                  (operand_c_exp == 8'hFF && operand_c_man == 0);
assign any_operand_zero = (operand_a_exp == 0 && operand_a_man == 0) ||
                   (operand_b_exp == 0 && operand_b_man == 0) ||
                   (operand_c_exp == 0 && operand_c_man == 0);
always @*  begin
    invalid = 1'b0;
    if (any_operand_nan) begin
        special_result = 16'h7FC0;  
        invalid = 1'b1;
    end else if (any_operand_inf) begin
        if (any_operand_zero) begin
            special_result = 16'h7FC0;  
            invalid = 1'b1;
        end else begin
            special_result = {operand_a_sign ^ operand_b_sign ^ operand_c_sign, 8'hFF, 7'h00};
        end
    end else if (any_operand_zero) begin
        special_result = {operand_a_sign ^ operand_b_sign ^ operand_c_sign, 8'h00, 7'h00};
    end else begin
        special_result = {sum_sign, final_exp, final_man};
    end
end
assign result = special_result;
endmodule
```
==> impl_report.txt <==
==== FLOW RESULTS ====
----------------------------------------------------
[Worst setup path]
  Required time reported for the critical path endpoint ........................ 20.24 ns
  Type of element capturing the critical path ........................ primary output
  Worst endpoint data arrival time ........................ 14.12 ns
  Crit path top cell by count ........................ ha_1
  Critical path class ........................ in -> out
  Kind of start point of the critical path ........................ primary input
  Worst-path cell with the longest stage delay ........................ nor2_2
  Worst-path fanout max ........................ 14
  Largest stage delay on the critical path ........................ between 0.5 and 0.6 ns

[Flow run]
  Count of warning messages emitted by the tools ........................ 39
  Maxcap violations ........................ 0

[Synthesis]
  Synth area leaders ........................ ha_1, fa_1, inv_1
  Syn Std Cell Area ........................ roughly 4600 µm²
  Synthesis area per yosys ........................ 4580 µm²
  Most frequent cells after synthesis ........................ ha_1, inv_1, nand2_1, a21oi_1, nor2_1
  Cell accounting for the most synthesized area ........................ ha_1
  Count of unique library cells instantiated by Yosys ........................ 65
  Sequential area share after synthesis ........................ 0%
  Avg Cell Area, Syn ........................ approximately 7.4 µm²
  Count leader, synth ........................ ha_1
  Yosys warns ........................ 1
  Number of cells in Yosys stat ........................ a little over 600
  Synthesized netlist cell count ........................ approximately 620
  Fraction of synthesized cell area taken by the top area cell type ........................ between 20% and 30%

[Global routing]
  Via count of the first global-routing pass ........................ approximately 4000
  Initial antenna violation count ........................ 0
  Remaining global-route overflow ........................ 0
  Gr usage total ........................ between 10% and 20%
  Global-route wire length before repair ........................ about 21 mm
  Pin count of the biggest net entering global routing ........................ 18

[Routing]
  N_diodes ........................ 0
  Vias/cell ........................ 5.27
  Number of nets still failing antenna checks after routing ........................ 0
  DRT iter0 DRCs ........................ 252
  DR WL/cell ........................ roughly 15 µm
  Total wire length ........................ between 10 and 15 mm
  DRC violations left ........................ 0
  First-pass detailed-route iteration total ........................ 22
  Top routing layer in use ........................ met4
  Total via count in the routed design ........................ ~4400
  Sum of routed wire segments on met1 ........................ about 6.5 mm
  Met3 Wirelength ........................ 805 µm
  Amount of wire on met2 after detailed routing ........................ about 5.6 mm

[Placed design]
  HPWL after detailed placement ........................ 10.9 mm
  RePlAce Congestion ........................ about 0.96
  IO buf count ........................ about 64
  Area of placed instances ........................ between 5000 and 6000 µm²

[Timing]
  Crit path time final ........................ about 19 ns
  Slew headroom ........................ around 60%
  Transition time at the pin with the least slew margin ........................ about 0.62 ns
  Number of slew-limit violations in the final report ........................ 0
  Setup repair after global routing missed its margin ........................ false
  Total setup violations reported at the end of the flow ........................ 0
  Maximum clock frequency ........................ between 50 and 60 MHz
  Final setup TNS ........................ 0 ns
  Share of the clock period used by the worst path ........................ 75.8%
  Hold violation count in the final report ........................ 0

[Layout]
  Area of all placed cells without fillers ........................ between 5000 and 6000 µm²
  Proportion of layout cells with a drive suffix above 1 ........................ around 4.6%
  Layout overhead on the synthesized area ........................ 16.5%
  Seq Cell Count ........................ 0
  Storage element area ........................ 0 µm²
  Clock Buffer Count ........................ 0

[Pwr]
  Largest voltage drop on the vdd net ........................ ~0.000042 V
  Total power divided by cell area ........................ a little under 60 nW/µm²
  Leakage power total ........................ between 2 and 3 nW

[Floorplanning]
  Starting utilization of the core area ........................ between 30% and 40%
  Cell row count ........................ around 44
  Top-level I/O count ........................ 64
  Die Height ........................ approximately 130 µm
  Horiz. Die Dim ........................ 126 µm
  Area enclosed by the die boundary ........................ ~16000 µm²
  Placeable core area ........................ roughly 15000 µm²

[Clock tree]
  Hold buffer count at CTS ........................ 0
  Count of instances resized after the clock tree is built ........................ 0
  Post-CTS setup buffer count ........................ 0

[Hold path]
  Min-Delay Path Class ........................ in -> out

[Run status]
  Run status ........................ completed

----------------------------------------------------
path summary, 6_finish.rpt:
check              from         end  slack (ns)  cells past startpoint
setup / recovery   a[8]   result[0]        6.12                     37
hold / removal    a[15]  result[15]       11.23                      4
routing by layer:
layer  GRT usage (%)  up-vias
li1                -     2248
met1            26.7     2039
met2            26.3      148
met3            1.74        8
met4           0.646        0
met5               0        -
cell families (layout without fill, tap and decap cells):
family	Yosys count	count (layout)	share of synthesized area, %
AND-OR/OR-AND	150	150	21.7
multiplexers	26	26	7.21
XOR/XNOR	35	35	6.86
adder cells (fa/ha/maj)	105	105	33.1
buffers and inverters	103	140	9.02
AND/OR/NAND/NOR	203	203	22.1
cells in the final DEF (no fill, tap or decap), types with 4 or more instances in the layout:
cell type and instances:
a21o_1 15, a21oi_1 37, a31oi_1 8, and2_1 24, and3_1 5, clkdlybuf4s50_1 64
fa_1 27, ha_1 78, inv_1 73, mux2i_1 18, mux4_2 4, nand2_1 72
nand2b_1 6, nand3_1 12, nand4_1 18, nor2_1 30, nor2b_1 5, nor3_1 5
nor4_1 7, o21a_1 8, o21ai_0 26, o21ai_1 6, o21bai_1 10, o22ai_1 7
o31ai_1 5, or2_2 5, or3_1 4, xnor2_1 23, xor2_1 11
per-stage QoR:
| step | util, % | setup WS [ns] | hold WS (ns) | total power, mW | instances |
|---|---|---|---|---|---|
| after CTS | 36.3 | 6.23 | 11.23 | 0.313 | 843 |
| after global routing | 36.3 | 5.43 | 11.29 | 0.350 | 843 |
| after global placement | 36.3 | 6.47 | 11.24 | 0.315 | 843 |
| final | 36.3 | 6.12 | 11.23 | 0.315 | 843 |
| after detailed placement | 36.3 | 6.26 | 11.22 | 0.309 | 843 |
| after floorplan | - | 8.25 | 10.19 | 0.221 | 622 |
where the power goes:
part | leakage [nW] | switching, mW | internal [mW]
sequential | 0 | 0 | 0
clock | 0 | 0 | 0
combinational | 2.53 | 0.170 | 0.145
total | 2.53 | 0.170 | 0.145
worst max-delay path, delay by kind of cell:
family	cells	cell delay (ns)
and+or+nand+nor	7	2.01
AOI/OAI and AO/OA	17	3.17
xor gates and xnor gates	2	0.26
muxes	2	0.64
adders and majority gates	7	2.06
buffers and inverters	2	0.90
layout make-up:
class              instances  area [µm²]
repair buffers            67         663
well taps                184         230
inverters                 73         274
multi-input cells        519        4170
fillers                 1527        9370
Power figures rest on the tool's default switching activity, not on a simulated workload.
