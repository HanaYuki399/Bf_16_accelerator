===== flow/design.v =====
`timescale 1ns / 1ps
module fp32_to_bf16(
    input logic clk,
    input logic reset,
    input logic [31:0] operand_a,  
    output logic [15:0] result,    
    output logic invalid,          
    output logic overflow,         
    output logic underflow,        
    output logic inexact           
);
    logic operand_a_sign;
    logic [8:0] operand_a_exp;   
    logic [22:0] operand_a_man;
    assign operand_a_sign = operand_a[31];
    assign operand_a_exp = {1'b0, operand_a[30:23]};  
    assign operand_a_man = operand_a[22:0];
    logic operand_a_inf, operand_a_zero, operand_a_nan, operand_a_subnormal;
    assign operand_a_inf = (operand_a_exp == 9'h0FF) && (operand_a_man == 0);
    assign operand_a_zero = (operand_a_exp == 0) && (operand_a_man == 0);
    assign operand_a_nan = (operand_a_exp == 9'h0FF) && (operand_a_man != 0);
    assign operand_a_subnormal = (operand_a_exp == 0) && (operand_a_man != 0);
    always_comb begin
        invalid = operand_a_nan;  
        overflow = operand_a_inf;            
        underflow = operand_a_subnormal;  
        inexact = 0;              
        if (operand_a_inf) begin
            result = {operand_a_sign, 8'hFF, 7'h00};  
            overflow = 1;  
        end else if (operand_a_zero) begin
            result = {operand_a_sign, 8'h00, 7'h00};  
        end else if (operand_a_nan) begin
            result = {1'b0, 8'hFF, 7'hc0};  
        end else begin
            result = convert_to_bf16(operand_a_sign, operand_a_exp, operand_a_man);
        end
    end
function automatic [15:0] convert_to_bf16(
    input logic sign,
    input logic [9:0] exp,
    input logic [22:0] man
);
    logic [9:0] new_exp;
    logic [6:0] new_man;
    logic rounding_bit, sticky_bit, guard_bit, round_up;
    guard_bit = man[15];
    rounding_bit = man[14];
    sticky_bit = |man[13:0];  
    round_up = guard_bit & (sticky_bit | guard_bit | new_man[0]);
    new_exp = exp;  
    new_man = man[22:16];  
    if (round_up) begin
        if (new_man == 7'h7F) begin
            new_exp = new_exp + 1;  
            new_man = 0;  
        end else begin
            new_man = new_man + 1;  
        end
    end
    if (new_exp >= 9'h0FF) begin
        overflow = 1;  
        new_exp = 9'h0FF;  
    end else if (new_exp <= 0) begin
        underflow = 1;  
        new_exp = 0;  
        new_man = 0;
    end
    inexact = guard_bit | rounding_bit | sticky_bit;
    convert_to_bf16 = {sign, new_exp[7:0], new_man[6:0]};  
endfunction
endmodule

===== flow/run.sh =====
#!/bin/bash
# OpenROAD 26Q1-2900-gdf79404cd8, Yosys 0.63+post, stock flow scripts
make -C /OpenROAD-flow-scripts/flow DESIGN_CONFIG=/design/flow/config.mk WORK_HOME=/design/flow/orfs finish

===== flow/config.mk =====
export PLATFORM = sky130hd
export DESIGN_NAME = fp32_to_bf16
export DESIGN_NICKNAME = fp32_to_bf16
export VERILOG_FILES = /design/flow/design.v
export SDC_FILE = /design/flow/constraint.sdc
export NUM_CORES = 4
export LEC_CHECK = 1
export CORE_AREA = 10 10 76 76
export DIE_AREA = 0 0 86 86

===== flow/constraint.sdc =====
current_design fp32_to_bf16

set clk_period 4.4
set clk_io_pct 0.2

create_clock -name clk0 -period $clk_period

set non_clock_inputs [all_inputs -no_clocks]
set_input_delay [expr $clk_period * $clk_io_pct] -clock clk0 $non_clock_inputs
set_output_delay [expr $clk_period * $clk_io_pct] -clock clk0 [all_outputs]

==> out/notes.md <==
Route
* 4 — router iterations before antenna repair
* 0 — total DRC errors in the routed layout
* 4.70 — routed vias/inst
* 1096 — routed vias
* 3.20 mm — detailed-route wire length
* 0 — remaining antenna violation count
* 0 — n_diodes
* 13.7 um — routed len/inst
* 55 — number of design-rule violations left by the first detailed-router iteration

Cells and area
* 423 — count of fill cells added during filler insertion
* 0 um2 — area used by sequential logic in the layout
* 0.202 — fraction of layout cells with a size suffix above 1
* 0 — sequential cell count
* 82.7% — area growth from synthesis to layout
* 743 um2 — comb. cell area
* 0 — clkbuf count

Critical path
* 9 — cell count along the critical path
* buffers and inverters — critical path's top delay family
* sky130_fd_sc_hd__clkdlybuf4s50_1 — cell with the most instances on the worst path
* 3.52 ns — worst endpoint required time
* primary output — endpoint type of the worst setup path
* input port to primary output — category of the critical setup timing path
* 3.47 ns — arrival time worst endpoint
* sky130_fd_sc_hd__clkdlybuf4s50_1 — cell at the slowest stage of the critical path
* underflow — Setup crit end
* clkdlybuf4s50_1, ha_2, nand4_2, buf_4, nor3_1, mux2_2, a211oi_4, a31o_2, clkdlybuf4s50_1 — cells along the critical path
* operand_a[16] — critical path startpoint
* 4 — highest net fanout along the worst path
* input port — startpoint types
* 0.48 ns — largest incremental delay on the critical path
* 3 — buffers plus inverters on the worst setup path

Die
* 54 — io pins
* 23 — floorplan row count
* 86 um — horizontal die dimension
* 4120 um2 — core area
* 7400 um2 — area enclosed by the die boundary
* 86 um — floorplan die height
* 0.199 — FP Util

Timing
* 2.67 ns — Hold WS
* 0.780 — worst slew slack as a fraction of its limit
* 4.35 ns — time the worst path needs with I/O delays and setup
* 0.988 — Final period util
* 0 — Final setup violation count
* 0 — final hold violation count
* 0.327 ns — actual transition at the worst max-transition pin
* 230 MHz — top achievable clock speed
* yes — RSZ-0062 raised after global routing
* 0.0514 ns — final worst slack
* 0 — Slew Limit Fails

Placed design
* 0.908 — final weighted congestion of routability-driven global placement
* 52 — Port-buffer cells
* 2.77 mm — dpl hpwl
* 0.0350 ns — DP Worst Slack

Logic synthesis
* 47 — number of distinct library cell variants in the gate-level netlist after synthesis
* 818 um2 — synthesized chip area reported by yosys
* 2 — warnings from Yosys
* 6.76 um2 — Avg Cell Area, Syn
* 121 — yosys stat cell total
* 818 um2 — post-synthesis instance area
* 0 — portion of the post-synthesis area used by sequential elements
* 121 — synthesized netlist cell count

GRT
* 0 — total global routing overflow
* 5.24 mm — first-pass GRT wire length
* 0 — number of antenna violations at the first check in global routing
* 0.0825 — Overall Global Routing Usage
* 1088 — via count of the first global-routing pass
* 12 — largest net degree at the start of global routing

Job
* 37 — stage-log warning count
* 0 — Max-Cap Viols

Pwr
* 0.582 nW — Static Leak
* 67.4 nW/um2 — pwr dens
* 0.0197 mV — VDD IR max

Clock tree
* 0 — number of buffers inserted for hold repair after clock tree synthesis

Hold path
* input port to primary output — Hold/Removal Path Class

Outcome
* finished, final reports clean — outcome

-- worst min path at each step --
stage	from	to	slack, ns	cells after the start
4_1_cts	operand_a[31]	result[15]	2.67	3
5_1_grt	operand_a[31]	result[15]	2.70	3
6_report	operand_a[31]	result[15]	2.67	3
-- synthesized netlist by cell type, types with 2 or more instances --
cell	n	share of area
sky130_fd_sc_hd__o21ai_0	5	0.031
sky130_fd_sc_hd__a31o_2	2	0.021
sky130_fd_sc_hd__xor2_1	3	0.032
sky130_fd_sc_hd__inv_1	6	0.028
sky130_fd_sc_hd__a21oi_1	6	0.037
sky130_fd_sc_hd__nor4_1	7	0.054
sky130_fd_sc_hd__a211oi_1	4	0.037
sky130_fd_sc_hd__nor3_1	3	0.018
sky130_fd_sc_hd__and3_1	3	0.023
sky130_fd_sc_hd__clkbuf_1	2	0.0092
sky130_fd_sc_hd__nand2_1	11	0.050
sky130_fd_sc_hd__or2_2	2	0.015
sky130_fd_sc_hd__buf_4	2	0.018
sky130_fd_sc_hd__xnor2_1	6	0.064
sky130_fd_sc_hd__ha_1	4	0.061
sky130_fd_sc_hd__nand3_1	9	0.055
sky130_fd_sc_hd__a21o_1	2	0.018
sky130_fd_sc_hd__nor2_1	8	0.037
sky130_fd_sc_hd__buf_6	3	0.041
sky130_fd_sc_hd__nor2b_1	2	0.015
sky130_fd_sc_hd__nand4_1	5	0.038
-- stage by stage --
| stage | total power, mW | util | std cells | instance area, um2 | TNS, ns |
|---|---|---|---|---|---|
| 2_1_floorplan | 0.0368 | - | 121 | 818 | 0 |
| 3_3_place_gp | 0.0999 | 0.353 | 231 | 1450 | 0 |
| 3_5_place_dp | 0.100 | 0.353 | 231 | 1450 | 0 |
| 4_1_cts | 0.101 | 0.353 | 231 | 1450 | 0 |
| 5_1_grt | 0.111 | 0.363 | 233 | 1500 | -0.345 |
| 6_report | 0.101 | 0.363 | 233 | 1500 | 0 |
-- cells by family after synthesis --
group,synth area share
buf+inv,0.119
mux,0.0260
fa+ha+maj,0.0612
simple gates,0.453
compound gates,0.245
xor+xnor,0.0963
-- worst min-delay path, stage by stage --
cell and delay [ns]:
sky130_fd_sc_hd__clkdlybuf4s50_1 0.39, sky130_fd_sc_hd__nor2b_1 0.12, sky130_fd_sc_hd__clkdlybuf4s50_1 0.40
-- per-layer routing --
metal / GRT usage / wire [um]
met1: 0.109 / 1480
met2: 0.138 / 1450
met3: 0.0219 / 274
met4: 0 / 0
met5: 0 / 0
-- cell type report --
class,instances,share of cell area
Inverter,6,0.0151
Multi-Input combinational cell,106,0.497
Tap cell,50,0.0418
Timing Repair Buffer,71,0.446
-- cells in the final DEF (no fill, tap or decap), drive strengths merged, types with 3 or more instances in the layout --
cell type      count
nand4              6
nand3              9
and3               4
buf               19
nor3               3
a211oi             5
nor4               8
a21oi              6
xor2               3
clkdlybuf4s50     52
nor2               8
xnor2              6
ha                 4
inv                6
o21ai              5
nand2             12
-- what timing repair did --
item                                    in CTS  in global routing
setup buffers                                0                  2
gates resized                                0                  6
endpoints found under the setup margin       0                  8
-- power by group --
group          internal (mW)  switching, mW
Clock                      0              0
Sequential                 0              0
Combinational         0.0639         0.0368
Power figures rest on the tool's default switching activity, not on a simulated workload.
